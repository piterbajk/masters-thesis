**/design/flow/run.sh**
```bash
#!/bin/bash
# OpenROAD 26Q1-2900-gdf79404cd8, Yosys 0.63+post, stock flow scripts
make -C /OpenROAD-flow-scripts/flow DESIGN_CONFIG=/design/flow/config.mk WORK_HOME=/design/flow/orfs finish
```
**/design/flow/config.mk**
```make
export PLATFORM = sky130hd
export DESIGN_NAME = macci
export DESIGN_NICKNAME = macci
export VERILOG_FILES = /design/flow/design.v
export SDC_FILE = /design/flow/constraint.sdc
export NUM_CORES = 4
export LEC_CHECK = 1
export CORE_UTILIZATION = 50
```
**/design/flow/constraint.sdc**
```tcl
current_design macci

set clk_period 11.4
set clk_io_pct 0.2

create_clock -name clk0 -period $clk_period [get_ports {clk}]

set non_clock_inputs [all_inputs -no_clocks]
set_input_delay [expr $clk_period * $clk_io_pct] -clock clk0 $non_clock_inputs
set_output_delay [expr $clk_period * $clk_io_pct] -clock clk0 [all_outputs]
```
**/design/flow/design.v**
```verilog
module macci(input  wire  clk,
             input  wire  clk_en,
             input  wire  reset,
             input  wire  [7:0]  n,
             input  wire  start,
             output reg   done,
             input  wire  [31:0] dataa,
             input  wire  [31:0] datab,
             output reg   [31:0] result);
  reg signed [31:0] acc;
  always @(posedge clk or posedge reset)
  begin
    if (reset) 
    begin
      acc <= 32'h0; 
      done <= 1'b0;
    end
    else begin
    done <= 1'b0;
    if (clk_en & start & (n == 8'd1))
        begin
            acc  <= acc + (dataa * datab);
            done <= 1'b1;
        end
    else if (clk_en & start & (n == 8'd2))
        begin
            result <= acc[31:0];
            acc <= 32'h0; 
            done <= 1'b1;
        end
    else if (clk_en & start & (n == 8'd3))
        begin
            acc  <= dataa * datab;
            done <= 1'b1;
        end
    end
end
endmodule
```
==> flow_summary.toml <==
# implementation run metrics
[timing]
fin_ws_ps = 549
fmaxAchievable_mhz = 92.2
skew_ps = 9.56
setup_tns_ps = 0
min_period_ps = 10850
fin_crit_sh = 0.952
slew_viol_final = 0
rsz0062_at_grt = "no"
setup_viol = 0
tightest_slew_ps = 781
maxSlewHeadroom = 0.478
hold_violations = 0

[route]
drc = 0
wl_um = 52400
viasPerCell = 5.20
drt_pass1_iterations = 5
vias = 14300
initialDrtViolationCount = 652
ant_nets = 0
diodes = 0
routedWlPerCell_um = 19.1

[setup_path]
reg2reg_slack_ps = 7880
slowest_delay_ps = 780
worstSetupEndpointType = "flop"
path_max_fanout = 17
cp-start-kind = "primary input"
cp.required_ps = 11620
cp.arrival_ps = 11070
cp_common_cell = "fa_1"
path_class = "in2reg"
slowest_stage = "clkdlybuf4s50_1"

[final_layout]
syn_to_final_growth_pct = 10.7
logic_area_um2 = 16000
lay_top_count = "inv_1"
drive_gt1_frac = 0.0440
flop_area_um2 = 1790
finish.utilization = 0.562
lay_top_cells = "413 x inv_1, 409 x fa_1, 305 x nand2_1"
n_fill_cell = 3381

[logic_synthesis]
ys_types = 71
yosysWarningCount = 1
synth-edff-count = 32
syn_area_um2 = 19700
ys.flops = 65
syn_avg_cell_area_um2 = 9.18
top_cells_by_area = "fa_1 42%, ha_1 9.9%, and2_1 8.8%"
yosys_cells = 2142
synth_top_flop_cell = "dfrtp_1"
syn_inst = 2142
yosysTopAreaCellShare = 0.416
async_reset_ff_frac = 0.508
ys_chip_area_um2 = 19700
postSynthSeqShare = 0.0908
yosysTopAreaCell = "fa_1"

[cts]
cts_buffers = 9
holdBufCountCts = 0
cts_tree = "done"
clock_sinks = 65
cts-resized-gates = 0
clock_latency_ps = 330
clk_pin_slew_ps = 60
cts_root_buf = "clkbuf_16"
ctsLongestPathBuffers = 2
cts_setup_buffers = 0
cts-htree-levels = 3

[global_routing]
grt_max_degree = 34
grt.total_usage = 0.298
antenna_found_initial = 2
grt_pass1_vias = 15200
grt_first_pass_wirelength_um = 84700
grt-ovfl-total = 0

[floorplanning]
die_x_um = 200
boundaryPins = 109
fp.coreArea_um2 = 38700
floorplan.core_util = 0.508
die_area_um2 = 40100
rows = 72
die_height_um = 200

[placed_design]
dp_hpwl_um = 45200
place_worst_setup_slack_ps = 206
gp_congestion = 0.957
portBuffers = 108

[hold_path]
hold_class = "reg2reg"

[outcome]
outcome = "finished clean"

[flow_run]
warning_count = 27
drv_cap = 0
[final timing paths]
| kind | from | endpoint | depth (start not counted) |
|---|---|---|---|
| worst max-delay path | datab[4] | acc[31]$_DFFE_PP0P_ | 30 |
| worst min register to register | acc[3]$_DFFE_PP0P_ | result[3]$_DFFE_PP_ | 0 |
| max in group asynchronous | reset | acc[14]$_DFFE_PP0P_ | 3 |
| min in group asynchronous | reset | acc[24]$_DFFE_PP0P_ | 3 |
| worst min-delay path | acc[3]$_DFFE_PP0P_ | result[3]$_DFFE_PP_ | 0 |
| worst max register to register | acc[0]$_DFFE_PP0P_ | acc[28]$_DFFE_PP0P_ | 13 |
[cell type report]
class | count | share of cell area
Sequential cell | 65 | 0.0820
Multi-Input combinational cell | 1568 | 0.734
Inverter | 413 | 0.0712
Clock inverter | 5 | 0.00362
Clock buffer | 11 | 0.0111
Tap cell | 518 | 0.0298
Timing Repair Buffer | 163 | 0.0687
[Yosys cell counts (all sizes together) (4+ instances only)]
cell,n
buf,5
a22oi,8
nor4,5
and2,279
nor3,11
o21bai,8
xnor2,85
nand2,306
a21o,22
a21oi,67
a211oi,7
inv,413
nand3,5
xor2,30
dfrtp,33
o211ai,6
and3,5
nand4,5
fa,409
edfxtp,32
nor2,37
o21ai,49
o21a,5
ha,156
mux2i,4
nand2b,11
clkbuf,91
nor2b,8
[registers in the layout, summed over array words and instances (netlist names)]
signal  flops
done        1
acc        32
result     32
[critical path: cells and delay by family]
family          cells  cell delay [ps]
compound gates      6             1380
xor+xnor            2              380
fa+ha+maj          10             4520
buf+inv             4             1250
simple gates        8             1260
[metrics by stage]
stage / instances / hold slack, ps / area [um^2]
after floorplan: 2142 / 448 / 19700
after detailed placement: 2727 / 473 / 21500
after global placement: 2727 / 470 / 21500
after CTS: 2743 / 488 / 21800
final: 2743 / 483 / 21800
after global routing: 2743 / 493 / 21800
[kinds of logic after synthesis]
kind of cell,Yosys count,synth area share
flip-flops,65,0.0908
multiplexers,4,0.00204
XOR/XNOR,115,0.0516
AND/OR/NAND/NOR,681,0.174
buffers and inverters,509,0.0974
adder cells (fa/ha/maj),565,0.516
AND-OR/OR-AND,203,0.0685
[metal layers]
layer	global-route usage	vias to the layer above	routed length (um)
met3	0.0674	90	3000
li1	-	6626	-
met4	0.112	2	2700
met2	0.476	394	26600
met1	0.423	7159	20200
met5	0	-	10
